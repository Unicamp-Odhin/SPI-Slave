===== design/flow/design.v =====
module ResetBootSystem #(
    parameter CYCLES = 20
) (
    input wire clk,
    output reg reset_o,
    output wire resetn_o
);
assign resetn_o = ~reset_o;
reg [1:0] state;
reg [5:0] counter;
localparam INIT = 2'b00;
localparam RESET_COUNTER = 2'b01;
localparam IDLE = 2'b10;
initial begin
    state = 2'b01;
    reset_o = 2'b0;
    counter = 6'h00;
end
always @(posedge clk ) begin
    case (state)
        INIT: begin
            reset_o <= 1'b1;
            state <= RESET_COUNTER;
            counter <= 6'h00;
        end
        RESET_COUNTER: begin
            if(reset_o == 1'b0) begin
                state <= INIT;
            end else begin
                if(counter < CYCLES) begin
                    counter <= counter + 1;
                end else if(counter == CYCLES) begin
                    counter <= 0;
                    state <= IDLE;
                end else begin
                    state <= INIT;
                end
            end
        end
        IDLE: begin
            if(counter != 0) begin
                state <= INIT;
            end else begin
                reset_o <= 1'b0;
            end
        end
        default: state <= INIT;
    endcase
end
endmodule
module top (
    input wire clk,
    input wire reset,
    input wire rx,
    output wire tx,
    input wire sck,
    input wire cs,
    input wire mosi,
    output wire miso,
    input wire rw,
    output wire intr,
    output reg [7:0]led
);
wire [7:0] leds;
reg [7:0] counter;
reg [2:0] busy_sync;
reg data_in_valid;
wire rst, busy, data_out_valid, busy_posedge;
assign busy_posedge = (busy_sync[2:1] == 2'b01) ? 1'b1 : 1'b0;
ResetBootSystem #(
    .CYCLES(20)
) ResetBootSystem(
    .clk    (clk),
    .reset_o(rst)
);
SPI_Slave #(  
    .SPI_BITS_PER_WORD(8)
)U1(
    .clk(clk),
    .rst(rst),
    .sck (sck),
    .cs  (cs),
    .mosi(mosi),
    .miso(miso),
    .data_in_valid (data_in_valid),
    .data_out_valid(data_out_valid),
    .busy          (busy),
    .data_in (counter),
    .data_out(leds)
);
always @(posedge clk ) begin
    busy_sync <= {busy_sync[1:0], busy};
    if(reset == 1'b1) begin
        counter <= 8'h00;
    end else begin
        if(busy_posedge == 1'b1) begin
            data_in_valid <= 1'b1;
            counter <= counter + 8'h4;
        end else begin
            data_in_valid <= 1'b0;
        end
        if(data_out_valid == 1'b1) begin
            led <= ~leds;
        end
    end
end
endmodule
module SPI_Slave #(
    parameter SPI_BITS_PER_WORD = 8
)(
    input wire clk,
    input wire rst,
    input wire sck,
    input wire cs,
    input wire mosi,
    output wire miso,
    input wire data_in_valid,
    output reg data_out_valid,
    output reg busy,
    input wire [SPI_BITS_PER_WORD-1:0] data_in,
    output reg [SPI_BITS_PER_WORD-1:0] data_out
);
reg [SPI_BITS_PER_WORD-1:0] data_in_reg, data_to_send;
reg [2:0] bit_count;
reg [2:0] sck_sync, cs_sync;  
reg [1:0] mosi_sync;
wire rising_edge, falling_edge, cs_active, start_message, end_message;
always @(posedge clk ) begin
    if(rst == 1'b1) begin
        sck_sync  <= 3'b000;
        cs_sync   <= 3'b000;
        mosi_sync <= 2'b00;
    end else begin
        sck_sync  <= {sck_sync[1:0], sck};
        cs_sync   <= {cs_sync[1:0], cs};
        mosi_sync <= {mosi_sync[0], mosi};
    end
end
always @(posedge clk ) begin
    if(cs_active == 1'b0) begin
        bit_count <= 3'b000;
    end else begin
        if(rising_edge == 1'b1) begin
            bit_count <= bit_count + 1'b1;
            data_out <= {data_out[6:0], mosi_sync[1]};
        end    
    end
    if(start_message == 1'b1) begin
        busy <= 1'b0;
    end
    if(end_message == 1'b1) begin
        busy <= 1'b1;
    end
end
always @(posedge clk ) begin
    if(rst == 1'b1) begin
        data_out_valid <= 1'b0;
    end else begin
        data_out_valid <= cs_active && rising_edge && (bit_count == 3'b111);
    end
end
always @(posedge clk ) begin
    if(rst == 1'b1) begin
        data_in_reg <= 8'h00;
    end else begin
        if(data_in_valid == 1'b1) begin
            data_in_reg <= data_in;
        end
    end
end
always @(posedge clk ) begin
    if(cs_active == 1'b1) begin
        if(start_message == 1'b1) begin
            data_to_send <= data_in_reg;
        end else begin
            if(rising_edge == 1'b1) begin
                data_to_send <= {data_to_send[6:0], 1'b0};
            end
        end
    end
end
assign miso          = data_to_send[7];
assign rising_edge   = (sck_sync[2:1] == 2'b01) ? 1'b1 : 1'b0;
assign falling_edge  = (sck_sync[2:1] == 2'b10) ? 1'b1 : 1'b0;
assign cs_active     = ~cs_sync[1];
assign start_message = (cs_sync[2:1] == 2'b10) ? 1'b1 : 1'b0;  
assign end_message   = (cs_sync[2:1] == 2'b01) ? 1'b1 : 1'b0;  
endmodule

===== design/flow/constraint.sdc =====
current_design top

set clk_period 2.1
set clk_io_pct 0.2

create_clock -name clk0 -period $clk_period [get_ports {clk}]

set non_clock_inputs [all_inputs -no_clocks]
set_input_delay [expr $clk_period * $clk_io_pct] -clock clk0 $non_clock_inputs
set_output_delay [expr $clk_period * $clk_io_pct] -clock clk0 [all_outputs]

===== design/flow/config.mk =====
export PLATFORM = sky130hd
export DESIGN_NAME = top
export DESIGN_NICKNAME = top
export VERILOG_FILES = /design/flow/design.v
export SDC_FILE = /design/flow/constraint.sdc
export NUM_CORES = 4
export LEC_CHECK = 1
export CORE_UTILIZATION = 30

===== design/flow/run.sh =====
#!/bin/bash
# OpenROAD 26Q1-2900-gdf79404cd8, Yosys 0.63+post, stock flow scripts
make -C /OpenROAD-flow-scripts/flow DESIGN_CONFIG=/design/flow/config.mk WORK_HOME=/design/flow/orfs finish

==> results.txt <==
run metrics: via count=1216, Ys Warns=5, FF+latch count, synth=60, static leakage=1.03 nW, flip-flops with a built-in enable=32, CP endpoint=ResetBootSystem.reset_o, Yosys top cell by area=edfxtp_1, H-tree levels=3, Mapped Cells=171, maximum VDD drop=0.000698 V, number of diodes=0, overflow left after global routing=0, R2R depth=5, largest net degree at the start of global routing=16, Post-DP HPWL=1980 um, CTS tree=done, crit share post-route=81.3%, fin cells=297, CTS Hold Bufs=0, Crit path arrival time=1730 ps, layout cell share with drive strength beyond 1=11.1%, DRC=0, top cells by count=edfxtp_1 (32), dfxtp_1 (28), nor2_1 (21), Final Slew Violations=0, CP Class=reg -> reg, Final ANT Viol Nets=0, RSZ-0062 raised after global routing=no, vias in the first global route=1158, final core utilization=36.7%, Iteration-0 DRC Markers=34, startpoint types=register, Chip Area=7830 um^2, Clock Tree Root=clkbuf_8, # IOs=18, Syn-to-layout area delta=18.5%, drt pass-1 iters=4, Synth Area per Inst=13.1 um^2, register share after synthesis=67.8%, Area leader share=42.8%, yosys cell count=171, setup violators final=0, top-count cell post-synth=edfxtp_1, top cells by area=edfxtp_1 (43%), dfxtp_1 (25%), mux2i_1 (4.0%), clk latency late pin=330 ps, Max-Slew Margin vs Limit=42.4%, GR Util All Layers=8.84%, Tool Warnings=28, core area=7250 um^2, Chip Area, Yosys=2240 um^2, cts repair resizes=0, clock transition at the registers of the reported paths=60 ps, Mapped Area=2240 um^2, minimum clock period after layout=1710 ps, Die W=88.5 um, clk sinks=60, endpoint of the worst-slack reg-to-reg timing path=ResetBootSystem.reset_o, FP Util=30.9%, Regs by FF count=U1.data_out: 8 flops, led: 8 flops, CP Max Fanout=4, Setup Skew=6.59 ps, max-cap violation count=0, Reg-to-Reg Start=ResetBootSystem.counter[0], reg2reg setup slack=390 ps, Register Area=1520 um^2, via density per instance=4.09, Final Hold Fails=0, Fillers=718, min-delay worst type=reg -> reg, worst-margin pin slew=855 ps, Setup Fix Bufs, Post-CTS=0, Critical Path RT=2130 ps, ys flop type=edfxtp_1, synth unique cells=32, drt wl/cell=9.81 um, routability congestion estimate=0.746, Post-synth ARST share=0%, power per cell area=1080 nW/um^2, run status=completed, logic area=641 um^2, first-pass GRT wire length=5150 um, CTS max path bufs=2, Worst Setup SP=ResetBootSystem.counter[0], final wirelength=2910 um, PortBufs=13, Max Clk Rate=0.586 GHz, final setup TNS=0 ps, Crit. End Element=register, total power=2.88 mW, antenna violations before repair=0, standard-cell row count=31, vertical die size=88.5 um, post-placement cell count=281, CTS buffer count=9
-- layout make-up --
| cell class | instances | share of cell area, % |
|---|---|---|
| tap | 99 | 4.66 |
| clock buffer | 13 | 5.60 |
| clock inverter | 3 | 0.565 |
| timing repair buffer | 17 | 6.02 |
| multi-input combinational | 92 | 24.1 |
| inverter | 13 | 1.84 |
| sequential | 60 | 57.2 |
-- metal layers --
layer / track usage (%) / vias to the layer above / wire length, um
li1: - / 623 / -
met1: 13.1 / 564 / 1380
met2: 12.4 / 24 / 1300
met3: 4.64 / 5 / 194
met4: 1.03 / 0 / 34
met5: 0 / - / 0
-- per-stage QoR --
step	area (um^2)	hold WS, ps	setup WS (ps)
floorplan	2250	310	410
global placement	2490	314	417
detailed placement	2490	314	414
CTS	2660	330	385
global route	2660	345	314
finish	2660	325	392
-- cells by family after synthesis --
family,share of synthesized area [%]
compound gates,2.18
xor+xnor,2.34
fa+ha+maj,2.79
buf+inv,3.96
flops,67.8
mux,7.53
other cells,0.167
simple gates,13.2
-- cell usage in the layout (no fill, tap or decap), types with 3 or more instances in the layout --
| cell type | n |
|---|---|
| edfxtp_1 | 32 |
| dfxtp_1 | 28 |
| nor2_1 | 21 |
| inv_1 | 13 |
| clkdlybuf4s50_1 | 13 |
| nor2b_1 | 11 |
| clkbuf_8 | 10 |
| mux2i_1 | 9 |
| ha_1 | 5 |
| mux2_1 | 4 |
| and3_1 | 4 |
| xor2_1 | 4 |
| buf_4 | 4 |
| conb_1 | 3 |
| nand2b_1 | 3 |
| mux2_2 | 3 |
| nand2_1 | 3 |
| o21ai_0 | 3 |
| clkbuf_1 | 3 |
| clkinv_2 | 3 |
-- worst min-delay path by stage --
stage / slack [ps] / start / endpoint / cells after the start
after CTS: 330 / busy_sync[0] / busy_sync[1] / 0
after global routing: 340 / busy_sync[0] / busy_sync[1] / 0
final: 320 / busy_sync[0] / busy_sync[1] / 0
-- power breakdown --
part           total (mW)  leakage, nW  switching, mW  internal [mW]
Clock               0.856       0.0872          0.401          0.455
Combinational       0.413        0.411          0.213          0.200
Sequential           1.61        0.530          0.154           1.46
Total                2.88         1.03          0.768           2.11
-- critical path, cell delays in order, from the launching register on --
cell      delay [ps]
edfxtp_1         430
inv_1             90
ha_1             140
nor3b_2          170
or4b_4           480
o21ai_0          100
Power is estimated from default activity; no workload was simulated.
