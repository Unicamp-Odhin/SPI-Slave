==> ./design.v <==
module ClkDivider #(
    parameter COUNTER_BITS = 32,
    parameter PULSE_BITS = 32
)(
    input wire clk,
    input wire reset,
    input wire write_pulse,
    input wire option,  
    input wire out_enable,  
    input wire [COUNTER_BITS - 1:0] divider,
    input wire [PULSE_BITS - 1:0] pulse,
    output wire clk_o
);
wire clk_o_pulse;
reg clk_o_auto;
reg [COUNTER_BITS - 1:0] clk_counter;
reg [PULSE_BITS - 1:0] pulse_counter;
assign clk_o = (out_enable == 1'b1) ? (option == 1'b0) ? 
    clk_o_pulse : clk_o_auto : 1'b0;  
assign clk_o_pulse = (pulse_counter != 32'd0) 
                    ? clk : 1'b0;  
initial begin
    clk_counter = 32'd0;
    clk_o_auto = 1'b0;
    pulse_counter = 32'd0;
end
always @(posedge clk ) begin
    if(reset == 1'b1) begin
        clk_counter <= 32'd0;
        clk_o_auto <= 32'd0;
    end else begin
        if(clk_counter == 0) begin  
            clk_o_auto <= 1'b1;
            clk_counter <= clk_counter + 1'b1;
        end else if(clk_counter == {1'b0, divider[COUNTER_BITS-1:1]}) begin  
            clk_o_auto <= 1'b0;
            clk_counter <= clk_counter + 1'b1;
        end else begin
            clk_counter <= clk_counter + 1'b1;  
        end
        if(clk_counter >= divider - 1) begin  
            clk_counter <= 32'd0;
        end
    end
end
always @(posedge clk ) begin
    if(reset == 1'b1) begin
        pulse_counter <= 32'd0;
    end else begin
        if(write_pulse == 1'b1) begin
            pulse_counter <= pulse;
        end
        if(pulse_counter > 32'd0) begin
            pulse_counter <= pulse_counter - 1'b1;
        end
    end
end
endmodule
==> ./run.sh <==
#!/bin/bash
# OpenROAD 26Q1-2900-gdf79404cd8, Yosys 0.63+post, stock flow scripts
make -C /OpenROAD-flow-scripts/flow DESIGN_CONFIG=/design/flow/config.mk WORK_HOME=/design/flow/orfs finish
==> ./config.mk <==
export PLATFORM = sky130hd
export DESIGN_NAME = ClkDivider
export DESIGN_NICKNAME = ClkDivider
export VERILOG_FILES = /design/flow/design.v
export SDC_FILE = /design/flow/constraint.sdc
export NUM_CORES = 4
export LEC_CHECK = 1
export CORE_UTILIZATION = 30
==> ./constraint.sdc <==
current_design ClkDivider

set clk_period 20.1
set clk_io_pct 0.2

create_clock -name clk0 -period $clk_period [get_ports {clk}]

set non_clock_inputs [all_inputs -no_clocks]
set_input_delay [expr $clk_period * $clk_io_pct] -clock clk0 $non_clock_inputs
set_output_delay [expr $clk_period * $clk_io_pct] -clock clk0 [all_outputs]
==> Slide: Implementation Results <==
Implementation Results

Yosys
  • Gate Count Post-Synth: 595
  • Yosys stat area: 4860 um^2
  • Cell count in the Yosys report: 595
  • XOR-XNOR Cells, Area Fraction: 0.179
  • Synth Seq Share: 0.268
  • Fraction of registers with async set/reset: 0
  • MUX share of area: 0
  • Library cells used by synthesis: between 50 and 60
  • Ao+oa area frac: 0.132
  • Yosys warning total: 1
  • Main logic family: simple AND/OR/NAND/NOR gates
  • Synth Area in Simple Gates: 0.296
  • FF+latch count, synth: 65
  • Syn Area/Cell: 8.16 um^2
  • Synthesized area: 4860 um^2
  • Fa+ha+maj area frac: 0.0953
  • Most common reg cell: dfxtp_1
  • Post-synth EDFFs: 0

Die
  • Die Ht: 129 um
  • Placeable Area: 15,800 um^2
  • Num rows: between 40 and 50
  • IO Count: around 70
  • Die Span X: about 130 um
  • Fp util: 0.307
  • Die area: 16,700 um^2

Routing
  • Final WL: 13,400 um
  • Via-per-instance ratio: 5.30
  • DRT antenna net count: 0
  • Via count: ~4,700
  • DR WL/cell: 15.2 um
  • ANT cells: 0
  • DRT Pass-1 Iters: 5
  • DRC viols: 0
  • Detailed Route Iter0 Violations: 402

Global routing
  • First-pass GRT wire length: roughly 22,000 um
  • Initial antenna violation count: 0
  • Met2 Use GR: 0.267
  • Largest net degree at the start of global routing: 33
  • Grt met1 use: 0.242
  • GR peak layer: met2
  • Congestion Overflow GR: 0
  • Met3 Usage GRT: 0.0286
  • Gr usage total: 0.166
  • Vias in the first global route: 4,329

Final timing
  • Setup Viol. Count Final: 0
  • Unrepaired setup endpoints after global routing: false
  • Slew Viols, Final: 0
  • Worst Skew: approximately 0.0097 ns
  • Max_slew headroom: 0.459
  • Measured slew at the worst slew-check pin: 0.804 ns
  • Crit path setup slack, layout: 5.15 ns
  • Final Hold Fails: 0
  • TNS Setup: 0 ns

Worst setup path
  • Critical Path End Type: output port
  • Delay-heaviest family, CP: buffers and inverters
  • Critical path buffers and inverters: 3
  • Crit path max fanout: 2
  • Slowest-stage cell, CP: clkdlybuf4s50_1
  • Critical Path Most Common Cell: clkbuf_16
  • Cells along the critical path: clkbuf_16, clkbuf_16, nand2_1, o21ai_1, and2_1, clkdlybuf4s50_1
  • CP required: ~16 ns
  • Critical Path AT: 10.93 ns
  • Startpoint types: clock port
  • Worst stage delay on the critical path: approximately 0.38 ns
  • Crit path kind: clk2out

Power
  • Total power per unit cell area: 104 nW/um^2
  • Peak supply drop: 0.0666 mV
  • Leakage: roughly 2.3 nW
  • Total power: 0.638 mW

Job
  • Tool warnings: 31
  • Max-Cap Viols: 0

Clock network
  • CTS tree: yes
  • Setup Buffers After CTS: 0
  • Cts hold-fix bufs: 0
  • Post-cts sizing count: 0
  • Clock latency (worst-skew pair): 0.44 ns
  • Reg clk slew, reported paths: 0.06 ns

Finish
  • Core Util, Final: 0.388
  • Share of cells above drive strength 1: 0.0570
  • Final std cells w/o fill: 883
  • Area grow syn2layout: 26.3%
  • MI comb area: between 3000 and 4000 um^2
  • Fillers: 1,534
  • FF+latch area: 1300 um^2

Placement
  • Port-buffer cells: 69
  • HPWL Detailed: around 10,000 um
  • Post-place setup slack: 5.43 ns
  • DP Cell Count: 864
  • Routability cong.: 0.930

Status
  • Outcome: complete, no violations

Min path
  • Hold WC Path Type: reg2reg
final timing paths:
check / start / to / slack (ns) / cells after the start
worst max-delay path: clk / clk_o / 5.15 / 6
worst min-delay path: pulse_counter[17]$_SDFFE_PP0P_ / pulse_counter[17]$_SDFFE_PP0P_ / 0.48 / 1
worst max register to register: pulse_counter[12]$_SDFFE_PP0P_ / pulse_counter[8]$_SDFFE_PP0P_ / 17.23 / 7
worst min register to register: pulse_counter[17]$_SDFFE_PP0P_ / pulse_counter[17]$_SDFFE_PP0P_ / 0.48 / 1
area by class of cell:
type                            count  area share
Multi-Input combinational cell    498       0.555
Tap cell                          216      0.0441
Timing Repair Buffer               74       0.118
Inverter                           10     0.00612
Clock inverter                      6      0.0110
Sequential cell                    65       0.212
Clock buffer                       14      0.0528
report_power, final:
group | total (mW) | switching, mW | internal [mW]
Clock | 0.189 | 0.0624 | 0.127
Sequential | 0.188 | 0.0314 | 0.156
Combinational | 0.261 | 0.153 | 0.108
Total | 0.638 | 0.247 | 0.391
worst register-to-register path, delay by kind of cell, from the launching register on:
kind                   cells  cell delay (ns)
AND-OR/OR-AND              2             0.34
AND/OR/NAND/NOR            4             1.73
flip-flops                 1             0.36
buffers and inverters      1             0.31
state kept, by name, indices dropped and copies added (netlist names):
| register | count |
|---|---|
| clk_o_auto | 1 |
| pulse_counter | 32 |
| clk_counter | 32 |
per-stage QoR:
step | hold WS [ns] | area [um^2]
floorplan | 0.443 | 4860
global placement | 0.463 | 5750
detailed placement | 0.469 | 5750
CTS | 0.482 | 6130
global route | 0.503 | 6130
finish | 0.483 | 6130
synth_stat cells, types with 20 or more instances:
cell       n  area, um^2
xor2_1    65         569
nor4_1    31         194
nand4_1   20         125
nor3_1    25         125
ha_1      37         463
nand2_1   37         139
a211oi_1  22         165
nor2_1    79         297
dfxtp_1   65        1300
a21oi_1   22         110
xnor2_1   34         298
nand3_1   22         110
cell families (layout without fill, tap and decap cells):
logic type               Yosys count  in the layout
AND/OR/NAND/NOR                  272            272
XOR/XNOR                          99             99
AND-OR/OR-AND                     90             90
flip-flops                        65             65
adder cells (fa/ha/maj)           37             37
buffers and inverters             32            104
layer usage:
| metal | up-vias | share of wire |
|---|---|---|
| li1 | 2335 | - |
| met1 | 2198 | 0.49 |
| met2 | 131 | 0.44 |
| met3 | 16 | 0.052 |
| met4 | 0 | 0.015 |
| met5 | - | 0 |
cells in the final DEF (no fill, tap or decap), types with 6 or more instances in the layout:
cell / n
clkbuf_16: 12
nor4_1: 31
nor2_1: 79
nand2_1: 37
o21ai_0: 9
dfxtp_1: 65
clkdlybuf4s50_1: 69
xnor2_1: 34
nor3_1: 25
inv_1: 10
and3_1: 7
nand3_1: 22
ha_1: 37
a21oi_1: 22
xor2_1: 65
buf_4: 6
nand4_1: 20
a311oi_1: 14
a211oi_1: 22
or3_1: 11
Power is estimated from default activity; no workload was simulated.
